===== flow/config.mk =====
export PLATFORM = sky130hd
export DESIGN_NAME = memory
export DESIGN_NICKNAME = memory
export VERILOG_FILES = /design/flow/design.v
export SDC_FILE = /design/flow/constraint.sdc
export NUM_CORES = 4
export LEC_CHECK = 1
export CORE_UTILIZATION = 40

===== flow/constraint.sdc =====
current_design memory

set clk_period 2.8
set clk_io_pct 0.2

create_clock -name clk0 -period $clk_period [get_ports {clk}]

set non_clock_inputs [all_inputs -no_clocks]
set_input_delay [expr $clk_period * $clk_io_pct] -clock clk0 $non_clock_inputs
set_output_delay [expr $clk_period * $clk_io_pct] -clock clk0 [all_outputs]

===== flow/design.v =====
module memory
#(
    parameter DATA_W    = 8,
    parameter ADDR_W    = 8,
    parameter MEM_SIZE  = 1<<ADDR_W,
    parameter MEM_FILE  = ""
)
(
    input                   clk,
    input                   rst_n,
    input   [DATA_W-1:0]    wr_data_i,
    input   [ADDR_W-1:0]    wr_addr_i,
    input                   wr_vld_i,
    input   [ADDR_W-1:0]    rd_addr_i,
    input                   rd_vld_i,
    output                  wr_rdy_o,
    output  [DATA_W-1:0]    rd_data_o,
    output                  rd_rdy_o
);
    localparam ALIGN_ADDR_W = $clog2(MEM_SIZE);
    reg                     rd_rdy_q1;
    reg     [DATA_W-1:0]    rd_data_q1;
    reg     [DATA_W-1:0]    mem         [0:MEM_SIZE-1];
    assign wr_rdy_o     = 1'b1;
    assign rd_data_o    = rd_data_q1;
    assign rd_rdy_o     = rd_rdy_q1;
    always @(posedge clk) begin
        if(wr_vld_i & wr_rdy_o) begin
            mem[wr_addr_i[ALIGN_ADDR_W-1:0]] <= wr_data_i;
        end
    end
    always @(posedge clk) begin
        if(rd_vld_i) begin
            rd_data_q1 <= mem[rd_addr_i[ALIGN_ADDR_W-1:0]];
        end
    end
    always @(posedge clk or negedge rst_n) begin
        if(~rst_n) begin
            rd_rdy_q1 <= 1'b0;
        end 
        else begin
            rd_rdy_q1 <= rd_vld_i;
        end 
    end
    initial begin
        if(MEM_FILE != "") begin
            $readmemh(MEM_FILE, mem);  
        end
    end
endmodule

===== flow/run.sh =====
#!/bin/bash
# OpenROAD 26Q1-2900-gdf79404cd8, Yosys 0.63+post, stock flow scripts
make -C /OpenROAD-flow-scripts/flow DESIGN_CONFIG=/design/flow/config.mk WORK_HOME=/design/flow/orfs finish

==> CHANGELOG.md <==
### Physical design

- Setup Viol. Count Final: 0
- Reg power frac: 53.2%
- Vias in the first global route: about 44,000
- Final instance area: 0.0951 mm^2
- Rows: 163
- Grt ovf: 0
- Most used DFF post-synth: edfxtp_1
- Yosys cell count: 3,736
- Clock transition at path regs: 0.06 ns
- Sequential cell area: 0.0618 mm^2
- Post-synth EDFFs: roughly 2,100
- Pins Over Slew Limit: 0
- Logic pwr share: 5.7%
- Crit-path max cell delay: 0.66 ns
- WP data required: 3.39 ns
- Hold Violations, Final: 0
- RePlAce Congestion: 0.902
- Post-route minimum period: about 2.7 ns
- Post-DR wirelength/cell: 27.8 um
- Cell Pwr Density: approximately 670 mW/mm^2
- Dpl hpwl: 131,000 um
- VDD IR-drop max: 0.616 mV
- CP arrival: 3.32 ns
- Clock latency (worst-skew pair): 0.87 ns
- CP max FO: 16
- Post-synth cell types: around 56
- Core Box Area: 0.198 mm^2
- Tool warnings: 32
- DR vias: around 40,000
- Antenna violations before repair: 9
- Max-slew headroom at the worst pin: between 30% and 40%
- H-tree level count: 4
- AO/OA Area Share: 3.41%
- Adder Share, Synth: 0%
- Mux frac, synth: 14.6%
- Setup WS post-layout: 0.0627 ns
- Switching part of the total: a little over a fifth
- Net Switching: 0.0137 W
- Xor/xnor share: 0%
- Worst slew pin tran: around 0.93 ns
- Worst Skew: 0.0601 ns
- Post-synth regs: 2,057
- Synth Cell Area: 0.0797 mm^2
- Cycle use final: 97.8%
- Die W: 448 um
- I/O Buffers: 36
- Clock tree buffer depth: 3
- Largest net degree at the start of global routing: 117
- FMAX: 365 MHz
- Yosys simple share: 2.62%
- Placed Area: 0.0884 mm^2
- Internal: around 0.050 W
- Area growth, synth to finish: 19.3%
- Area contributors post-synth: edfxtp_1 (77%), mux4_2 (13%), mux2i_1 (1.7%)
- Asr flop ratio synth: less than 1%
- Largest type area fraction: 77.5%
- Placed Instances: ~7,000
- Synthesized instance count: 3,736
- Chip area: 0.201 mm^2
- Crit Path Class: in2reg
- TritonRoute pass-1 iters: 8
- Dominant combinational family: multiplexers
- Vias per inst: 5.51
- Crit path cell chain: buf_8 -> buf_4 -> buf_12 -> buf_4 -> mux4_2 -> a22oi_1 -> a21oi_1 -> buf_4 -> nor3_1 -> nor4_1
- Place WS: -1.16 ns
- Cell with the largest stage delay on the worst path: nor3_1
- Clock power frac: between 40% and 50%
- LEAKAGE: about 31 nW
- Overall global routing resource usage: 22.7%
- HP Class: in2reg
- Ys Warns: 1
- Setup repair after global routing missed its margin: no
- Status: complete, no violations
- Avg Cell Area, Syn: around 21 um^2
- Hold_ws: approximately 0.13 ns
- IO Pins: 38
- CP dominant cell by count: buf_4
- Crit path launch type: input port
- Routed WL: approximately 200,000 um
- Worst setup EP type: flip-flop
- Synthesis area per yosys: 0.0797 mm^2
- CTS tree: done
- # DRC: 0
- Comb area: 0.0166 mm^2
- CTS Sinks: 2,057
- Initial Util: between 40% and 50%
- DR iter-0 viols: roughly 2,600
- Leading area contributor after synthesis: edfxtp_1
- Final std cells w/o fill: 7,282
- Root buffer cell: clkbuf_16
- Share of cells above drive strength 1: roughly a third
- Fillers: 15,700
- Die Ht: roughly 450 um
- ANT nets after route: 0
- Maxcap violations: 0
- First-pass GRT wire length: 294,000 um
- Total CTS buffers: 203
- Synth Seq Share: 77.5%
[critical path: cells and delay by family]
kind                   cells  cell delay [ns]
AND/OR/NAND/NOR            2             0.78
buffers and inverters      5             1.04
multiplexers               1             0.51
AND-OR/OR-AND              2             0.41
[cells in the mapped netlist (3+ instances only)]
library cell and count:
buf_2 31, o211ai_1 10, o22ai_1 28, o32ai_1 4, or2_2 4, o221ai_1 46
buf_12 8, nand3_1 34, buf_4 28, o21ai_0 10, nor2_1 282, nor4_2 3
mux4_2 454, edfxtp_1 2056, buf_8 13, mux2i_1 134, o22a_1 5, nand4_1 10
a21oi_1 96, nand2b_1 8, and2_1 6, a211oi_1 16, buf_1 22, nor4_1 24
buf_6 21, clkbuf_1 111, a22oi_1 133, nor2b_1 31, a22o_1 8, a221oi_1 13
nor3_1 22, nand2_1 33
[placed cells by master (no fill, tap or decap), drive strengths merged, types with 27 or more instances in the layout]
| master | count |
|---|---|
| a21oi | 96 |
| a22oi | 133 |
| clkinv | 110 |
| nor2 | 282 |
| nand2 | 33 |
| o221ai | 47 |
| clkbuf | 238 |
| mux4 | 456 |
| o22ai | 28 |
| edfxtp | 2056 |
| buf | 737 |
| nor2b | 31 |
| mux2i | 134 |
| nand3 | 34 |
| nor4 | 27 |
[repair_timing]
item / 4_1_cts / 5_1_grt
hold endpoints to repair: 5 / 0
gates resized: 7 / 10
hold buffers: 3 / 0
endpoints found under the setup margin: 6 / 6
pin swaps: 0 / 1
setup buffers: 0 / 0
gates cloned: 0 / 1
[sequential cells by signal, indices dropped and copies added, names as in the netlist]
name and count:
mem 2048, rd_data_q1 8, rd_rdy_q1 1
[per-stage QoR]
stage | total power, W | utilization, % | TNS, ns
after global routing | 0.0658 | 48.1 | 0
after floorplan | 0.0363 | - | 0
after global placement | 0.0382 | 44.8 | -9.17
after detailed placement | 0.0383 | 44.8 | -9.50
final | 0.0640 | 48.1 | 0
after CTS | 0.0645 | 48.1 | 0
[cell type report]
cell class              count  share of cell area (%)
diodes                      4                  0.0105
clock buffers             236                    5.50
clock inverters           136                    1.29
inverters                   2                 0.00790
multi-input cells        1443                    17.4
flip-flops and latches   2057                    65.0
well taps                2640                    3.47
repair buffers            764                    7.31
[logic make-up (layout without fill, tap and decap cells)]
| kind of cell | count (synthesis) | count (layout) |
|---|---|---|
| compound gates | 385 | 385 |
| buf+inv | 236 | 1138 |
| other cells | 1 | 5 |
| flops | 2057 | 2057 |
| mux | 591 | 591 |
| simple gates | 466 | 466 |
[power groups by stage]
stage	Combinational [W]	Clock [W]	Sequential, W
4_1_cts	0.00363	0.0268	0.0340
5_1_grt	0.00387	0.0280	0.0340
6_report	0.00362	0.0263	0.0340
[worst paths after layout]
path | to | slack, ns | start | depth (start not counted)
max | rd_data_q1[4] | 0.06 | rd_addr_i[0] | 10
min | mem[82][0] | 0.13 | wr_data_i[0] | 1
max reg2reg | rd_data_q1[5] | 0.08 | mem[24][5] | 8
min reg2reg | rd_data_q1[5] | 1.21 | mem[75][5] | 5
max in group asynchronous | rd_rdy_q1 | 2.31 | rst_n | 2
min in group asynchronous | rd_rdy_q1 | 0.40 | rst_n | 2
[layer usage]
layer | track usage (%) | part of all wire, % | vias to the layer above
met1 | 27.5 | 33 | 20400
li1 | - | - | 17200
met5 | 1.18 | 0.20 | -
met4 | 5.38 | 3.2 | 16
met3 | 16.7 | 16 | 337
met2 | 33.5 | 48 | 2207
Power figures rest on the tool's default switching activity, not on a simulated workload.
